===== design/flow/design.v =====
module mux(
    input [3:0]A, B, C, D,
    input Enable,
    input [1:0] Sel,
    output [3:0]Out
    );
    assign Out = (Enable) ? ((Sel == 2'b00) ? A : 
                            ((Sel == 2'b01) ? B : 
                            ((Sel == 2'b10) ? C : 
                            ((Sel == 2'b11) ? D : 0)))): 0;
endmodule

===== design/flow/run.sh =====
#!/bin/bash
# OpenROAD 26Q1-2900-gdf79404cd8, Yosys 0.63+post, stock flow scripts
make -C /OpenROAD-flow-scripts/flow DESIGN_CONFIG=/design/flow/config.mk WORK_HOME=/design/flow/orfs finish

===== design/flow/config.mk =====
export PLATFORM = sky130hd
export DESIGN_NAME = mux
export DESIGN_NICKNAME = mux
export VERILOG_FILES = /design/flow/design.v
export SDC_FILE = /design/flow/constraint.sdc
export NUM_CORES = 4
export LEC_CHECK = 1
export CORE_AREA = 10 10 70 70
export DIE_AREA = 0 0 80 80

===== design/flow/constraint.sdc =====
current_design mux

set clk_period 1.8
set clk_io_pct 0.2

create_clock -name clk0 -period $clk_period

set non_clock_inputs [all_inputs -no_clocks]
set_input_delay [expr $clk_period * $clk_io_pct] -clock clk0 $non_clock_inputs
set_output_delay [expr $clk_period * $clk_io_pct] -clock clk0 [all_outputs]

==> reports/summary.rpt <==
PWR
----------------------------------------------------------------------------------
Peak ir drop on the vdd network .....................................  0.0000699 V
Sum of internal, switching and leakage power ........................    0.0873 mW
Power per Cell Area .................................................  194 nW/um^2
Switching share of power ............................................        0.288
Logic gate share of total power .....................................        1.000
Sequential fraction of design power .................................            0
Leakage power summed over all cells .................................     0.188 nW
Psw .................................................................    0.0251 mW
Total internal power ................................................    0.0621 mW
Clock network power share ...........................................            0

DETAILED ROUTING
----------------------------------------------------------------------------------
Detail-routed via count per cell ....................................         2.56
Total antenna diodes in the routed design ...........................            0
Remaining antenna violation count ...................................            0
Wire length reported by the detailed router .........................       940 um
Number of iterations in the first detailed-routing pass .............            1
Post-detailed-route wirelength per cell .............................      10.9 um
Via total after detailed routing ....................................          220
Number of remaining DRC errors ......................................            0
Iter 0 DRT Violations ...............................................            0

SYNTHESIS
----------------------------------------------------------------------------------
Area figure in the yosys stat output ................................     126 um^2
Post-synthesis instance total .......................................           15
Leading area contributor after synthesis ............................      mux2i_1
Cell types with the highest counts after synthesis .................. 8 x mux2i_1, 4 x o22ai_1, 1 x buf_6, 1 x nand2_1, 1 x nand2b_1
Post-synthesis instance area ........................................     126 um^2
Tally of yosys warning messages .....................................            0
Biggest area cells .................................................. mux2i_1 63%, o22ai_1 20%, buf_6 8.9%
Synth top cell by count .............................................      mux2i_1
Synthesized area per cell ...........................................    8.42 um^2
Distinct lib cells ..................................................            5
Cells in synth_stat.txt .............................................           15
Share of Yosys cell area claimed by the top area cell type ..........        0.634
Portion of the post-synthesis area used by sequential elements ......            0

WORST SETUP PATH
----------------------------------------------------------------------------------
Endpoint arrival time on the critical path ..........................      1.33 ns
Ordered cell list for the critical path ............................. clkdlybuf4s15_1 > buf_12 > buf_4 > mux2i_1 > o22ai_1 > dlygate4sd2_1
Family of cells with the greatest summed delay on the critical path . buffers and inverters
Worst endpoint required time ........................................      1.44 ns
Highest fanout seen on the critical path ............................            5
Crit path from ......................................................       Sel[1]
Crit path largest cell delay ........................................      0.25 ns
Critical path buffers and inverters .................................            4
Nature of the critical path endpoint ................................  output port
Path type of the worst setup path ................................... input port to output port
Number of logic stages on the critical path including buffering .....            6
Critical path endpoint ..............................................       Out[3]
Slowest cell on the critical path ................................... dlygate4sd2_1
Kind of start point of the critical path ............................   input port

GRT
----------------------------------------------------------------------------------
Antenna violations before repair ....................................            0
Tot GR Track Use ....................................................       0.0296
Final global-route overflow total ...................................            0
Maximum number of pins on one net before global-route repair ........            6
Global-route wire length before repair ..............................      1500 um
Vias in the first global route ......................................          279

PLACEMENT
----------------------------------------------------------------------------------
Port bufs ...........................................................           23
DP Worst Slack ......................................................    -0.326 ns
Cell count after placement ..........................................           84
GP Congestion .......................................................        0.761

CLOCK TREE
----------------------------------------------------------------------------------
Number of hold buffers added after CTS ..............................            0

FINAL TIMING
----------------------------------------------------------------------------------
Fraction of the cycle the final worst path needs ....................        0.942
Worst slew pin tran .................................................     0.173 ns
Final hold slack ....................................................      1.28 ns
Finish-stage setup viols ............................................            0
Fin crit period .....................................................      1.69 ns
Final tally of max-slew violations ..................................            0
Unrepaired setup endpoints after global routing .....................           no
Relative slew margins ...............................................        0.881
Final hold violation count ..........................................            0
Final sum of negative setup slack ...................................         0 ns
Final critical-path setup slack .....................................     0.105 ns
Peak clock frequency supported by timing ............................      590 MHz

FLOORPLAN
----------------------------------------------------------------------------------
Die Y-Extent ........................................................        80 um
Standard-cell row count .............................................           21
Top-Level Pins ......................................................           23
DIE AREA ............................................................    6400 um^2
CORE AREA ...........................................................    3420 um^2
Initial core utilization ............................................       0.0370
Chip width ..........................................................        80 um

FLOW RUN
----------------------------------------------------------------------------------
OpenROAD warning count ..............................................           32
Maximum Capacitance Violations ......................................            0

FINISH
----------------------------------------------------------------------------------
Layout cell share with drive strength beyond 1 ......................        0.200
Flops ...............................................................            0
Clock buffer instance count of the final layout .....................            0
Sequential cell area ................................................       0 um^2
Filler-free cell count of the finished design .......................           86
Fillers .............................................................          401
Growth of design area from synthesis to finish ......................         255%

STATUS
----------------------------------------------------------------------------------
Status .............................................................. complete, no violations

MIN PATH
----------------------------------------------------------------------------------
Worst min path class ................................................ input port to output port

## kinds of logic after synthesis
group,count (synthesis),synth area share
mux,8,0.634
compound gates,4,0.198
simple gates,2,0.0792
buf+inv,1,0.0891
## final cells by class
class | count | area [um^2] | share of cell area
tap | 46 | 57.6 | 0.128
timing repair buffer | 26 | 254 | 0.565
multi-input combinational | 14 | 138 | 0.306
## what timing repair did
item,CTS,global route
setup buffers,2,0
pin swaps,1,1
setup endpoints to repair,4,2
resized,11,3
## metrics by stage
stage / cell area [um^2] / util
floorplan: 126 / -
global placement: 423 / 0.124
detailed placement: 423 / 0.124
CTS: 452 / 0.132
global route: 449 / 0.132
finish: 449 / 0.132
## how the worst min path moves through the flow
stage	startpoint	endpoint	slack [ns]	cells past startpoint
after CTS	Sel[0]	Out[1]	1.36	4
after global routing	Sel[0]	Out[0]	1.32	4
final	Sel[0]	Out[0]	1.28	4
## layer usage
| layer | wire [um] | vias to the layer above | track usage |
|---|---|---|---|
| met2 | 482 | 10 | 0.0522 |
| met3 | 55 | 0 | 0.00682 |
| met5 | 0 | - | 0 |
| li1 | - | 110 | - |
| met1 | 402 | 100 | 0.0376 |
| met4 | 0 | 0 | 0 |
## power by group through the flow
stage	Sequential, mW	Combinational, mW	Clock [mW]
6_report	0	0.0873	0
5_1_grt	0	0.0944	0
4_1_cts	0	0.0890	0
## placed cells by master (no fill, tap or decap)
| master | instances |
|---|---|
| dlygate4sd2_1 | 5 |
| clkbuf_2 | 1 |
| nand2_2 | 1 |
| mux2i_1 | 8 |
| clkdlybuf4s50_1 | 16 |
| o22ai_1 | 2 |
| buf_12 | 1 |
| buf_4 | 2 |
| clkdlybuf4s15_1 | 1 |
| nand2b_4 | 1 |
| o22ai_2 | 2 |
Power figures rest on the tool's default switching activity, not on a simulated workload.
