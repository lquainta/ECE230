==> flow/design.v <==
module full_adder (
input A,
input B,
input Cin,
output Y,
output Cout
);
assign Y = A ^ B ^ Cin;
assign Cout = (A & B) | (Cin & B) | (Cin & A);
endmodule
module math_block(
    input [3:0] A,
    input [3:0] B,
    output [3:0] AplusB,
    output [3:0] AminusB
);
    wire [3:0] negB;
    wire [3:0] carry_plus;
    wire [3:0] carry_minus;
    twos_compliment tcmp (
    .A(B[3:0]),
    .out(negB[3:0])
    );
    genvar i;
    generate
        for (i = 0; i < 4; i = i + 1) begin
        wire Cplus;
        wire Cminus;
        assign Cadd = (i==0) ? 1'b0 : carry_plus[i - 1]; 
        assign Cminus = (i==0) ? 1'b0 : carry_minus[i-1];
            full_adder plus (
                .A(A[i]),
                .B(B[i]),
                .Cin(Cadd),
                .Cout(carry_plus[i]),
                .Y(AplusB[i])
            );
            full_adder minus (
                .A(A[i]),
                .B(negB[i]),
                .Cin(Cminus),
                .Cout(carry_minus[i]),
                .Y(AminusB[i])
            );
        end
    endgenerate 
endmodule
module twos_compliment(
input [3:0] A,
output [3:0] out
);
    wire [3:0] carryBit;
    full_adder fadder(
        .A(~A[0]),
        .B(1),
        .Cin(0),
        .Cout(carryBit[0]),
        .Y(out[0])
    );
genvar i; 
generate
for (i=1 ; i < 4; i=i+1)begin
    full_adder fa_i(
        .A(~ A[i]),
        .B(1'b0),
        .Cin(carryBit[i-1]),
        .Cout(carryBit[i]),
        .Y(out[i])
    );
end
endgenerate 
endmodule
==> flow/run.sh <==
#!/bin/bash
# OpenROAD 26Q1-2900-gdf79404cd8, Yosys 0.63+post, stock flow scripts
make -C /OpenROAD-flow-scripts/flow DESIGN_CONFIG=/design/flow/config.mk WORK_HOME=/design/flow/orfs finish
==> flow/config.mk <==
export PLATFORM = sky130hd
export DESIGN_NAME = math_block
export DESIGN_NICKNAME = math_block
export VERILOG_FILES = /design/flow/design.v
export SDC_FILE = /design/flow/constraint.sdc
export NUM_CORES = 4
export LEC_CHECK = 1
export CORE_AREA = 10 10 70 70
export DIE_AREA = 0 0 80 80
==> flow/constraint.sdc <==
current_design math_block

set clk_period 2.0
set clk_io_pct 0.2

create_clock -name clk0 -period $clk_period

set non_clock_inputs [all_inputs -no_clocks]
set_input_delay [expr $clk_period * $clk_io_pct] -clock clk0 $non_clock_inputs
set_output_delay [expr $clk_period * $clk_io_pct] -clock clk0 [all_outputs]
==> qor.yml <==
status:
  outcome: "complete, but fails checks"
  violations: "setup timing"
placed_design:
  dp_worst_setup_slack_ps: -1240
  placed_cell_area_sq_um: 478
  portBuffers: 16
  place_congestion: 0.793
  dp.final_hpwl_um: 551
final_layout:
  clkbuf_count: 0
  final_core_util_pct: 14.8
  ff_count: 0
  syn_to_final_growth_pct: 102
  finalInstanceArea_sq_um: 507
  seq_area_sq_um: 0
  fillers: 389
  layout-drive-gt1-share_pct: 61.9
yosys:
  syn_inst: 29
  synth.avg_cell_area_sq_um: 8.63
  mappedNetlistArea_sq_um: 250
  ys_cells: 29
  yosysSeqAreaShare_pct: 0
  yosysUniqueCellTypes: 6
  yosysWarningCount: 6
  ys_chip_area_sq_um: 250
drt:
  avgRoutedWirePerCell_um: 6.86
  num_antenna_cells: 0
  vias_per_cell: 2.24
  via_count: 197
  wirelength_um: 604
  ant_nets: 0
  first_iter_violations: 0
  first_pass_iters: 1
  drc: 0
global_routing:
  globalRouteMet1Util_pct: 3.08
  grtUsageTotal_pct: 1.97
  grt.met2_usage_pct: 2.09
  grt_pass1_wl_mm: 1.04
  top_usage_layer: "met1"
  grt_pass1_vias: 236
  use_met3_pct: 1.48
  grt_max_degree: 3
  antenna_found_initial: 0
  gr-total-overflow: 0
sta:
  hold_viol: 0
  drv_slew: 0
  rsz0062_at_grt: "yes"
  setup_viol: 4
  timing.hold.ws_ps: 1250
  min_period_ps: 2310
  max_freq_ghz: 0.433
  maxSlewHeadroom_pct: 83.5
  worst_pin_slew_ps: 246
  finalWorstSetupSlack_ps: -309
  fin_crit_sh_pct: 115
worst_setup_path:
  crit_path_max_fanout: 2
  crit_path_end_kind: "primary output"
  critPathLaunch: "B[1]"
  required_ps: 1600
  critPathCapture: "AminusB[3]"
  cp.arrival_ps: 1910
  start_kind: "input port"
  path_class: "input port to primary output"
worst_hold_path:
  min_path_type: "input port to primary output"
die:
  std_cell_rows: 21
  io_pins: 16
  core_sq_mm: 0.00342
  initCoreUtil_pct: 7.33
  die_width_um: 80
  die_h_um: 80
  die-area_sq_mm: 0.00640
power_and_ir_drop:
  p_leak_nw: 0.229
  power.density_mw_per_mm2: 263
  total_power_uw: 133
  vdd_drop_max_mv: 0.129
job:
  max_cap_violations: 0
  warnings: 35
clock_network:
  hold_buffers: 0
[routing by layer]
layer  vias up  wire length [um]  part of all wire (%)
li1         99                 -                     -
met1        82               341                    56
met2        16               130                    22
met3         0               132                    22
met4         0                 0                     0
met5         -                 0                     0
[through the flow]
stage / TNS, ps / instances
after floorplan: -255 / 29
after global placement: -6100 / 87
after detailed placement: -6110 / 87
after CTS: -1310 / 87
after global routing: -1270 / 88
final: -1030 / 88
[critical path: stages]
cell and delay [ps]:
buf_8 80, inv_6 30, ha_4 250, inv_2 30, fa_2 360, fa_2 360
xnor2_2 150, xnor2_1 130, buf_2 110
[how the worst min path moves through the flow]
stage,startpoint,endpoint,depth (start not counted)
final,B[1],AplusB[1],4
after global routing,B[1],AplusB[1],4
after CTS,B[2],AplusB[2],3
[cell families (layout without fill, tap and decap cells)]
family,after synthesis,count (layout),share of synthesized area (%)
buffers and inverters,18,31,39.0
adder cells (fa/ha/maj),7,7,47.0
XOR/XNOR,4,4,14.0
[synthesized netlist by cell type]
cell type | number | area share (%)
ha_1 | 3 | 15
fa_1 | 4 | 32
xnor2_1 | 2 | 7.0
inv_1 | 10 | 15
buf_4 | 8 | 24
xor2_1 | 2 | 7.0
[repair_timing]
action	in CTS	in global routing
setup buffers	0	1
resized	37	10
setup endpoints to repair	8	6
pin swaps	7	4
[power by group]
group	leakage, nW	internal (mW)	switching (mW)
Clock	0	0	0
Combinational	0.229	0.0878	0.0456
Sequential	0	0	0
Total	0.229	0.0878	0.0456
[area by class of cell]
type                            count  area [sq um]  area share (%)
Inverter                           10          50.0            9.88
Multi-Input combinational cell     11           195            38.5
Tap cell                           46          57.6            11.4
Timing Repair Buffer               21           204            40.2
[cells in the final DEF (no fill, tap or decap), drive strengths merged]
master / synthesis / layout
dlymetal6s2s: 0 / 1
xnor2: 2 / 2
clkdlybuf4s15: 0 / 1
clkbuf: 0 / 1
inv: 10 / 10
ha: 3 / 3
fa: 4 / 4
buf: 8 / 12
clkdlybuf4s50: 0 / 5
xor2: 2 / 2
dlygate4sd2: 0 / 1
No activity file was given, so power comes from the tool's default toggle rates.
