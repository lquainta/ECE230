==> flow/design.v <==
module demux (
    input [3:0] In,
    input Enable,
    input [1:0] Sel,
    output [3:0] A, B, C, D
    );
    assign A = (Enable) ? ((Sel == 2'b00) ? In : 0) : 0;
    assign B = (Enable) ? ((Sel == 2'b01) ? In : 0) : 0;
    assign C = (Enable) ? ((Sel == 2'b10) ? In : 0) : 0;
    assign D = (Enable) ? ((Sel == 2'b11) ? In : 0) : 0;
endmodule
==> flow/run.sh <==
#!/bin/bash
# OpenROAD 26Q1-2900-gdf79404cd8, Yosys 0.63+post, stock flow scripts
make -C /OpenROAD-flow-scripts/flow DESIGN_CONFIG=/design/flow/config.mk WORK_HOME=/design/flow/orfs finish
==> flow/config.mk <==
export PLATFORM = sky130hd
export DESIGN_NAME = demux
export DESIGN_NICKNAME = demux
export VERILOG_FILES = /design/flow/design.v
export SDC_FILE = /design/flow/constraint.sdc
export NUM_CORES = 4
export LEC_CHECK = 1
export CORE_AREA = 10 10 70 70
export DIE_AREA = 0 0 80 80
==> flow/constraint.sdc <==
current_design demux

set clk_period 1.0
set clk_io_pct 0.2

create_clock -name clk0 -period $clk_period

set non_clock_inputs [all_inputs -no_clocks]
set_input_delay [expr $clk_period * $clk_io_pct] -clock clk0 $non_clock_inputs
set_output_delay [expr $clk_period * $clk_io_pct] -clock clk0 [all_outputs]
==> results_slide.txt <==
Key Metrics from the Run

Place
  – Port bufs: 23
  – Dpl ws: -755 ps
  – Cell area after placement: 504 um2
  – GP Congestion: 0.712
  – Half-perimeter wire length after placement: 767 um

Worst setup path
  – Critical Path Source Type: primary input
  – Crit path capture type: output port
  – CP cell instances: buf_8, buf_6, buf_6, and4bb_2, buf_2
  – Worst setup path class: in -> out
  – Most repeated library cell on the critical path: sky130_fd_sc_hd__buf_6
  – Required time worst endpoint: 800 ps
  – Slowest stage cell, crit path: sky130_fd_sc_hd__and4bb_2
  – Arr. time, crit path: 900 ps
  – Count of buffering cells on the critical path with inverters included: 4
  – Worst path max stage delay: 280 ps
  – Maximum fanout along the worst path: 5
  – Top Family by Delay on Critical Path: buffers and inverters

Cells and area
  – Final-layout fill cell count: 390
  – Flops: 0
  – Flop area: 0 um2
  – Fraction of final layout cells with drive strength greater than 1: 0.885
  – Synth-to-layout area growth: 183%
  – Final Util: 0.169
  – Total non-filler cell area in the finished layout: 578 um2
  – Number of clock-tree buffers in the layout: 0

Floorplanning
  – Vert. Die Dim: 80 um
  – Total die size: 6400 um2
  – Fp_density: 0.0597
  – I/O pin count: 23
  – Number of placement rows: 21
  – Die W: 80 um
  – Core footprint: 3420 um2

Timing
  – Total negative setup slack: -491 ps
  – Final Hold Violating Endpoints: 0
  – Setup repair after global routing missed its margin: yes
  – Number of endpoints failing setup at the final stage: 8
  – Final max-slew violation count: 0
  – Smallest setup slack after layout: -100 ps
  – Worst slew margin relative to its limit: 0.912
  – Worst Max-Slew Pin Slew: 131 ps
  – Final hold slack: 768 ps
  – Minimum period implied by the final worst setup slack: 1100 ps
  – Highest clock rate: 909 MHz
  – Ratio of final minimum period to clock period: 1.10

Yosys
  – Average cell area after synthesis: 10.7 um2
  – Count of yosys warnings during synthesis: 0
  – Post-synthesis instance total: 19
  – Cell count listed in synth_stat.txt: 19
  – Synth unique cells: 7
  – Yosys stat area: 204 um2
  – Part of the Yosys area used for sequential elements: 0
  – Post-Synthesis Cell Area: 204 um2

Drt
  – Vias per inst: 3.39
  – Iter 0 DRT Violations: 7
  – Drt drc: 0
  – Via total after detailed routing: 332
  – Initial DRT Pass Iterations: 2
  – Mean routed wirelength per cell: 13.2 um
  – Total detailed-routing wirelength: 1290 um
  – N_diodes: 0
  – DRT antenna net count: 0

Global routing
  – Vias in the first global route: 358
  – Global-route usage over all layers: 0.0379
  – Total overflow reported by the global router: 0
  – Global-route wire length before repair: 2000 um
  – Antenna violations before repair: 0
  – Largest net degree at the start of global routing: 9

Flow run
  – Tally of max-capacitance violations: 0
  – Number of OpenROAD warnings: 34

Status
  – Status: complete, but fails checks
  – Failing checks: setup timing

Hold path
  – Tightest Hold Check Type: in -> out

Power and ir drop
  – Leakage power summed over all cells: 0.292 nW
  – P per Cell Area: 301 nW/um2
  – IR drop worst, VDD: 0.0860 mV

Clocking
  – Post-CTS Hold Buffers: 0
-- layout by cell type (no fill, tap or decap), drive strengths merged --
cell type      Yosys  routed
clkdlybuf4s15      0       3
and4               4       4
and4bb             4       4
buf                3      31
clkbuf             0       2
and4b              8       8
-- metal layers --
metal	global-route usage	vias up	share of wire
met5	0	-	0
met4	0	0	0
met3	0.0193	0	0.14
met2	0.0490	23	0.32
met1	0.0567	157	0.53
li1	-	152	-
-- cells in the mapped netlist --
cell type                  instances  area, um2
sky130_fd_sc_hd__buf_4             1       7.51
sky130_fd_sc_hd__and4bb_2          4       50.1
sky130_fd_sc_hd__buf_6             2       22.5
sky130_fd_sc_hd__and4b_2           4       45.0
sky130_fd_sc_hd__and4_1            1       8.76
sky130_fd_sc_hd__and4_2            3       30.0
sky130_fd_sc_hd__and4b_1           4       40.0
-- final cells by class --
class	count	area, um2	area share
timing repair buffer	36	343	0.593
multi-input combinational	16	178	0.307
tap	46	57.6	0.0996
-- path summary, 6_finish.rpt --
check | endpoint | cells past startpoint | start
max | A[3] | 5 | Sel[0]
min | D[2] | 3 | In[2]
-- power breakdown --
| group | leakage, nW | switching (mW) | internal (mW) |
|---|---|---|---|
| logic | 0.292 | 0.0575 | 0.117 |
| clock network | 0 | 0 | 0 |
| registers | 0 | 0 | 0 |
-- through the flow --
stage	cells	power, mW
after floorplan	19	0.0362
after global placement	89	0.120
after detailed placement	89	0.122
after CTS	99	0.176
after global routing	98	0.186
final	98	0.174
-- cell families after synthesis --
group / synth area share
and+or+nand+nor: 0.853
buffers and inverters: 0.147
-- tightest hold or removal path: cells and delay by family --
| kind | cells | cell delay, ps |
|---|---|---|
| buf+inv | 2 | 200 |
| simple gates | 1 | 170 |
-- repair_timing --
action,in CTS,in global routing
pin swaps,9,5
cloned,2,0
endpoints found under the setup margin,16,14
setup buffers,8,0
resized,94,4
hold endpoints to repair,0,0
Power is estimated from default activity; no workload was simulated.
